### design/flow/design.v
`timescale 1ns / 1ps
module FIFO(
	input wire clk,
	input wire rst,
	input wire W_en,
	input wire R_en,
	input  wire [7:0] W_data,
	output wire [7:0] R_data,
	output reg Empty,
	output reg Full
);
	parameter FIFO_WIDTH = 8;	 
	parameter FIFO_DEPTH = 16;	 
	reg [4:0] W_Ptr;
	reg [4:0] R_Ptr;
	always @(posedge clk or negedge rst) begin  
		if(rst == 1'b0) begin
			W_Ptr <= 5'b0_0000;
			R_Ptr <= 5'b0_0000;
		end else begin
			if (W_en == 1'b1) W_Ptr <= W_Ptr + 1;
			if (R_en == 1'b1) R_Ptr <= R_Ptr + 1;
		end
	end
	reg [FIFO_WIDTH - 1:0] mem [0:FIFO_DEPTH - 1];
	integer i;
	always @(posedge clk or negedge rst) begin
		if (rst == 1'b0) begin
			for(i = 0; i < FIFO_DEPTH; i = i + 1)
				mem[i] <= 8'b0000_0000;
		end else begin
			if(W_en == 1'b1) mem[W_Ptr[3:0]] <= W_data;  
		end 
	end
	assign R_data = mem[R_Ptr[3:0]];  
	always @(posedge clk or negedge rst) begin	 
		if(rst == 1'b0) begin
			Empty = 0;
			Full = 0;
		end else begin
			if(W_Ptr == R_Ptr) Empty = 1'b1;
			else 			   Empty = 1'b0;
			if((W_Ptr[3:0] == R_Ptr[3:0]) && (W_Ptr[4] != R_Ptr[4]))
				 Full = 1'b1;
			else Full = 1'b0;													
		end
	end
endmodule
### design/flow/run.sh
#!/bin/bash
# OpenROAD 26Q1-2900-gdf79404cd8, Yosys 0.63+post, stock flow scripts
make -C /OpenROAD-flow-scripts/flow DESIGN_CONFIG=/design/flow/config.mk WORK_HOME=/design/flow/orfs finish
### design/flow/constraint.sdc
current_design FIFO

set clk_period 4.7
set clk_io_pct 0.2

create_clock -name clk0 -period $clk_period [get_ports {clk}]

set non_clock_inputs [all_inputs -no_clocks]
set_input_delay [expr $clk_period * $clk_io_pct] -clock clk0 $non_clock_inputs
set_output_delay [expr $clk_period * $clk_io_pct] -clock clk0 [all_outputs]
### design/flow/config.mk
export PLATFORM = sky130hd
export DESIGN_NAME = FIFO
export DESIGN_NICKNAME = FIFO
export VERILOG_FILES = /design/flow/design.v
export SDC_FILE = /design/flow/constraint.sdc
export NUM_CORES = 4
export LEC_CHECK = 1
export CORE_UTILIZATION = 40
==> results.toml <==
# synthesis and place-and-route metrics
[status]
run_status = "completed"

[global_route]
vias_in_the_first_global_route = 4304
antenna_found_initial = 0
gr-usage-all-layers_pct = 20.2
grt_pass1_wl_um = 24700
grt_start_max_net_pins = 62
globalRoute.totalOverflow = 0

[pwr]
cellInternalPower_mw = 3.77
power_frac_clock_pct = 24.0
power_switching_mw = 1.91
power_frac_comb_pct = 37.4
static-leakage-power_nw = 3.25
power-per-cell-area_nw_per_um2 = 752
total_power_mw = 5.69
seq_power_share_pct = 38.5
sw_frac_of_total_pct = 33.6
worst_ir_drop_vdd_v = 0.000352

[die]
die-width_um = 131
initial_core_util_pct = 41.3
boundaryPins = 22
floorplan.die_area_um2 = 17000
die_h_um = 131
row_count = 46
core-area_um2 = 16000

[drt]
drt_pre_antenna_iters = 4
antenna-diode-count = 0
num_vias = 4141
drt_drc_violations_left = 0
detail_route.vias_per_cell = 5.62
first_iter_violations = 225
top_layer = "met4"
drt-wirelength-per-cell_um = 20.8
met3WireLength_um = 905
wirelength_met1_um = 7300
routed_wl_um = 15300
drtAntennaViolNets = 0
wl_met2_um = 6870

[clock_network]
cts-buffers-inserted = 17
hold_buf_cts = 0
number_of_h_tree_levels = 4
tritoncts_num_sinks = 140
clock_tree_from_tritoncts = "yes"
clock_transition_at_the_registers_of_the_reported_paths_ps = 60
clockRootBuffer = "sky130_fd_sc_hd__clkbuf_16"
clock_buffer_depth = 2
postCtsSetupBuffers = 0
worst_skew_late_latency_ps = 420
post_cts.resized_instances = 0

[critical_path]
cp_max_fo = 17
critPathRequiredTime_ps = 3760
worst_flop_to_flop_path_startpoint = "W_Ptr[3]"
crit_path_cells = "ha_1 -> buf_4 -> nor3_1 -> nand2b_1 -> o21ai_0 -> o32a_1 -> clkdlybuf4s50_1"
worst_ep_arrival_time_ps = 3330
critPathLaunchType = "flop"
crit_slowest_cell = "sky130_fd_sc_hd__ha_1"
worstSetupPathType = "flop to output port"
reg2regPathDepth = 3
cpPeakStageDelay_ps = 660
worst_r2r_endpoint = "mem[8][0]"
crit_path_end_kind = "output port"
r2r_setup_slack_ps = 2340

[final_timing]
fin_setup_tns_ps = 0
report.final.slew_viol_count = 0
rsz0062_at_grt = "false"
slew_headroom_pct = 42.8
finalHoldViolCount = 0
tightestPinTransition_ps = 856
fmax_ghz = 0.234
skew_ps = 8.87
finalCriticalPeriod_ps = 4270
setup_slack_ps = 432
part_of_the_cycle_the_worst_path_needs_pct = 90.8
hold_slack_ps = 490
finalSetupViolations = 0

[flow_run]
cap_violations = 0
openroad.warnings = 31

[finish]
syn2layout_area_growth_pct = 14.4
drive_gt1_share_pct = 36.7
layout_top_cell = "sky130_fd_sc_hd__dfrtp_1"
layout_top_cells_excl_fill_tap = "sky130_fd_sc_hd__dfrtp_1, sky130_fd_sc_hd__mux2_2, sky130_fd_sc_hd__clkdlybuf4s50_1"
fillCellCount = 1407

[synth]
async_reset_ff_share_pct = 100
synth-cells-yosys = 493
instance_tally_after_logic_synthesis = 493
synth-seq-area-share_pct = 53.0
ff_type = "sky130_fd_sc_hd__dfrtp_1"
synthesis.area_um2 = 6610
yosys.stat.chipArea_um2 = 6610
netlist.top_cell.by_area = "sky130_fd_sc_hd__dfrtp_1"
synth.avg_cell_area_um2 = 13.4
yosys.area.top_type_share_pct = 53.0
netlist-cell-type-count = 41
synth.top_cells.by_area = "sky130_fd_sc_hd__dfrtp_1, sky130_fd_sc_hd__mux2_2, sky130_fd_sc_hd__a22oi_1, sky130_fd_sc_hd__a22o_1, sky130_fd_sc_hd__a221oi_1"
numSynthFlops = 140
yosys_warning_count = 2
enable_flop_cells = 0

[place]
buffer_ports.inserted = 21
dp_slack_ps = 915
globalplace.congestion = 0.886
dp.final_hpwl_um = 10000

[hold_path]
hold_path_depth = 1
worst_hold_startpoint = "R_Ptr[4]"
worst_hold_path.endpoint = "R_Ptr[4]"
timing.hold.worst.class = "flop to flop"
cell type report:
| class | count | area (um2) | share of cell area, % |
|---|---|---|---|
| clock inverter | 13 | 164 | 2.17 |
| clock buffer | 19 | 443 | 5.86 |
| inverter | 5 | 18.8 | 0.248 |
| sequential | 140 | 3500 | 46.3 |
| timing repair buffer | 30 | 279 | 3.69 |
| multi-input combinational | 314 | 2890 | 38.1 |
| tap | 216 | 270 | 3.57 |
metrics by stage:
step / instances / utilization (%) / cell area (um2)
global route: 737 / 47.3 / 7560
global placement: 705 / 43.5 / 6960
CTS: 737 / 47.3 / 7560
finish: 737 / 47.3 / 7560
detailed placement: 705 / 43.5 / 6960
floorplan: 493 / - / 6610
worst max-delay path by stage:
| stage | from | end | slack (ps) |
|---|---|---|---|
| 4_1_cts | R_Ptr[0] | R_data[6] | 450 |
| 6_report | R_Ptr[0] | R_data[6] | 430 |
| 5_1_grt | R_Ptr[0] | R_data[6] | 210 |
power groups by stage:
stage	clock network (mW)	registers, mW	logic [mW]
4_1_cts	1.39	2.19	2.14
5_1_grt	1.45	2.28	2.30
6_report	1.37	2.19	2.13
synth_stat cells (2+ instances only):
library cell,count
sky130_fd_sc_hd__a21oi_1,16
sky130_fd_sc_hd__nand2_1,12
sky130_fd_sc_hd__a22o_1,14
sky130_fd_sc_hd__buf_4,8
sky130_fd_sc_hd__inv_1,5
sky130_fd_sc_hd__nand2b_1,2
sky130_fd_sc_hd__clkbuf_1,8
sky130_fd_sc_hd__xnor2_1,9
sky130_fd_sc_hd__a21o_1,2
sky130_fd_sc_hd__a22oi_1,17
sky130_fd_sc_hd__buf_6,4
sky130_fd_sc_hd__a211oi_1,2
sky130_fd_sc_hd__nor2b_1,9
sky130_fd_sc_hd__o32a_1,2
sky130_fd_sc_hd__o21ai_0,7
sky130_fd_sc_hd__a211o_1,5
sky130_fd_sc_hd__ha_1,8
sky130_fd_sc_hd__o22ai_1,5
sky130_fd_sc_hd__a221oi_2,3
sky130_fd_sc_hd__nand3_2,7
sky130_fd_sc_hd__mux2_2,129
sky130_fd_sc_hd__buf_2,14
sky130_fd_sc_hd__dfrtp_1,140
sky130_fd_sc_hd__nand3_1,4
sky130_fd_sc_hd__nor3_4,4
sky130_fd_sc_hd__a221oi_1,13
sky130_fd_sc_hd__nand4_1,3
sky130_fd_sc_hd__nand4_2,4
sky130_fd_sc_hd__nor2_1,9
sky130_fd_sc_hd__a222oi_1,2
sky130_fd_sc_hd__a31oi_1,6
sky130_fd_sc_hd__mux2i_1,8
sky130_fd_sc_hd__xor2_1,4
critical path, delay by kind of cell, from the launching register on:
kind                     cells  cell delay (ps)
adder cells (fa/ha/maj)      1              660
AND-OR/OR-AND                2              550
AND/OR/NAND/NOR              2              530
flip-flops                   1              460
buffers and inverters        2              700
flip-flops by register name, indices dropped and copies added (netlist names):
name / cells
mem: 128
Full: 1
Empty: 1
R_Ptr: 5
W_Ptr: 5
layer usage:
| layer | global-route usage [%] | up-vias |
|---|---|---|
| li1 | - | 1882 |
| met1 | 32.3 | 2152 |
| met2 | 29.2 | 90 |
| met3 | 5.06 | 17 |
| met4 | 3.92 | 0 |
| met5 | 0 | - |
cells by family (layout without fill, tap and decap cells):
kind of cell    Yosys count  after routing  synth area share [%]
xor+xnor                 13             13                  1.72
compound gates           97             97                  11.1
simple gates             59             59                  6.13
flops                   140            140                  53.0
fa+ha+maj                 8              8                  1.51
mux                     137            137                  23.2
buf+inv                  39             67                  3.39
Power is estimated from default activity; no workload was simulated.
