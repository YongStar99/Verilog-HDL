**./design.v**
```verilog
module VGA(
    input wire clk,
	input wire rst,
	input wire [15:0] H_Sync,
	input wire [15:0] H_BP,
	input wire [15:0] H_Act,
	input wire [15:0] H_FP,
	input wire [15:0] V_Sync,
	input wire [15:0] V_BP,
	input wire [15:0] V_Act,
	input wire [15:0] V_FP,
	output reg  DE_out,
	output reg 	H_Sync_out,
	output reg 	V_Sync_out,
	output reg tc,
	output reg [12:0] Hor_cnt,
	output reg [11:0] Ver_cnt
);
	reg H_DE;
	reg V_DE;
	always @(posedge clk) begin
		if(rst == 1'b0) begin
			Hor_cnt 	<= 1'b0;
			H_Sync_out	<= 1'b0;
			H_DE		<= 1'b0;
			tc			<= 1'b0;
		end else begin
			if(Hor_cnt == H_Sync + H_BP + H_Act + H_FP - 1'b1) begin
				Hor_cnt <= 1'b0;
			end else begin
				Hor_cnt <= Hor_cnt + 1'b1;
			end
			if(Hor_cnt == H_Sync + H_BP + H_Act + H_FP - 1'b1) begin  
				H_Sync_out	<= 1'b1;
				H_DE 		<= 1'b0;
			end
			else if(Hor_cnt == H_Sync - 1'b1 ) begin	 
				H_Sync_out 	<= 1'b0;
				H_DE		<= 1'b0;
			end
			else if(Hor_cnt == H_Sync + H_BP - 1'b1) begin  
				H_Sync_out	<= 1'b0;
				H_DE		<= 1'b1;
			end
			else if (Hor_cnt == H_Sync + H_BP + H_Act - 1'b1)begin  
				H_Sync_out	<= 1'b0;
				H_DE 		<= 1'b0;
			end
			if (Hor_cnt == H_Sync + H_BP + H_Act + H_FP - 2'b10) begin
				tc <= 1'b1;
			end else begin
				tc <= 1'b0;
			end
		end
	end
	always @(posedge clk) begin
		if(rst == 1'b0) begin
			Ver_cnt		<= 1'b0;
			V_Sync_out 	<= 1'b0;
			V_DE 		<= 1'b0;
			DE_out 		<= 1'b0;
		end else if(tc) begin
			if(Ver_cnt == V_Sync + V_BP + V_Act + V_FP - 1'b1) begin
				Ver_cnt <= 1'b0;
			end else begin
				Ver_cnt <= Ver_cnt + 1'b1;
			end
			if(Ver_cnt == V_Sync + V_BP + V_Act + V_FP - 1'b1) begin  
				V_Sync_out	<= 1'b1;
				V_DE 		<= 1'b0;
			end
			else if(Ver_cnt == V_Sync - 1'b1) begin	 
				V_Sync_out	<= 1'b0;
				V_DE 		<= 1'b0;
			end
			else if(Ver_cnt == V_Sync + V_BP - 1'b1) begin  
				V_Sync_out	<= 1'b0;
				V_DE		<= 1'b1;
			end
			else if(Ver_cnt  == V_Sync + V_BP + V_Act - 1'b1) begin  
				V_Sync_out	<= 1'b0;
				V_DE		<= 1'b0;
			end
		end else begin
			DE_out <= H_DE & V_DE;
		end
	end
endmodule
```
**./config.mk**
```make
export PLATFORM = sky130hd
export DESIGN_NAME = VGA
export DESIGN_NICKNAME = VGA
export VERILOG_FILES = /design/flow/design.v
export SDC_FILE = /design/flow/constraint.sdc
export NUM_CORES = 4
export LEC_CHECK = 1
export CORE_UTILIZATION = 40
```
**./run.sh**
```bash
#!/bin/bash
# OpenROAD 26Q1-2900-gdf79404cd8, Yosys 0.63+post, stock flow scripts
make -C /OpenROAD-flow-scripts/flow DESIGN_CONFIG=/design/flow/config.mk WORK_HOME=/design/flow/orfs finish
```
**./constraint.sdc**
```tcl
current_design VGA

set clk_period 18.2
set clk_io_pct 0.2

create_clock -name clk0 -period $clk_period [get_ports {clk}]

set non_clock_inputs [all_inputs -no_clocks]
set_input_delay [expr $clk_period * $clk_io_pct] -clock clk0 $non_clock_inputs
set_output_delay [expr $clk_period * $clk_io_pct] -clock clk0 [all_outputs]
```
==> run notes <==
- result of the run: complete, no violations
- signed area change from the synthesized netlist to the final layout: 19.9%
- Critical Path Fanout Max: 11
- Buffers on Ports: 158
- class of the tightest hold or removal check: reg2reg
- initial core utilization: 40.7%
- setup total negative slack: 0 ps
- Synth async-reset ratio: 0%
- Skew-Pair Late Insertion Delay: 270 ps
- LEAKAGE: 4.90 nW
- number of enable flip-flop cells: 0
- endpoint required time on the critical path: 18330 ps
- Pwr Total: 1.21 mW
- DRC violations left: 0
- end point of the most critical hold path: H_DE
- number of synthesis warnings: 1
- GPL Wtd Cong: 0.966
- Reg2Reg Launch Point: Ver_cnt[10]
- vias in the first global route: 9440
- utilization after layout: 48.8%
- Worst R2R End: Ver_cnt[4]
- die span in y: 162 microns
- synthesized area divided by synthesized cell count: 7.18 sq um
- Worst Reg-to-Reg Cells: 10
- die span in x: 162 microns
- Crit path largest cell delay: 590 ps
- number of nets with antenna violations after routing: 0
- area fraction of the dominant cell type after synthesis: 14.1%
- Logic area: 8960 sq um
- number of core rows: 58
- post-CTS resize count: 0
- Setup Fix Bufs, Post-CTS: 0
- cell total in the yosys stat output: 1421
- wire length of the first global-routing pass: 47300 microns
- number of maximum-capacitance constraint violations: 0
- achievable frequency: 0.0907 GHz
- power per unit of standard cell area: 98.5 nW/um^2
- worst-margin pin slew: 797 ps
- max-slew violations: 0
- TritonCTS sink count: 31
- cell type with the highest occurrence count on the critical path: ha_1
- final critical-path required period: 11030 ps
- largest cells by area after synthesis: ha_1, xnor2_1, xor2_1, dfxtp_1, inv_1
- area taken by flip-flops and latches: 621 sq um
- share of final-layout standard cells stronger than drive strength 1: 3.04%
- smallest hold slack: 491 ps
- start-to-end type of the worst setup path: in2reg
- number of warnings the tools reported: 26
- number of hold buffers added after cts: 0
- leading cell types in the layout, fill and taps excluded: clkdlybuf4s50_1, xnor2_1, inv_1
- critical path's top delay family: AND-OR/OR-AND gates
- Syn Std Cell Area: 10200 sq um
- most common cell after layout, fill and taps aside: clkdlybuf4s50_1
- part of the Yosys area used for sequential elements: 6.08%
- cell with the biggest individual delay on the critical path: o21ai_1
- Gate Count Post-Synth: 1421
- floorplan die area: 26200 sq um
- final hold viol count: 0
- IR Drop Worst-Case VDD: 0.0743 mV
- YS chip area: 10200 sq um
- total CTS buffers: 5
- num ports: 159
- Hold Path Stages: 2
- antenna violations before repair: 1
- Top FF cell, synth: dfxtp_1
- arrival time at the worst endpoint: 11160 ps
- biggest area consumer among synthesized cells: ha_1
- start point of the worst min-delay path: H_DE
- r2r setup slk: 14540 ps
- vias per cell: 5.60
- final worst path period share: 60.6%
- buffer-and-inverter tally for the worst setup path: 3
- Global Route Usage Sum: 22.7%
- list of cells traversed by the critical path: clkdlybuf4s50_1, ha_1, a211o_1, a21o_1, a2111oi_0, o21bai_1, and2_1, ha_1, a2111oi_0, a21oi_1, xor2_1, inv_1, ha_1, inv_1, ha_1, a21oi_1, nor3_1, or4_1, nand4b_1, or4_1, a211o_1, or2_2, o21ai_1, nor2_1
- iteration-0 DRC count of the detailed router: 603
- largest net degree at the start of global routing: 19
- RSZ-0062 raised after global routing: no
- number of fill cells in the layout: 2504
- worst-case headroom to the max-slew limit: 46.0%
- average wire per standard cell: 15.7 microns
- via count of the routed design: 10500
- synth unique cells: 98
- clock edge transition at the registers on the reported setup and hold paths: 50 ps
- clock tree from TritonCTS: yes
- cell count along the critical path: 24
- Max Root-Sink Buffers: 2
- total detailed-routing wirelength: 29500 microns
- type of origin of the critical path: primary input
- clock root buffer: clkbuf_16
- placeable core region: 25100 sq um
- number of endpoints failing setup at the final stage: 0
- H-tree lvl count: 2
- HPWL Detailed: 25000 microns
- grt ovf: 0
- category of the worst setup path capture point: flip-flop
- clk_skew: 3.62 ps
- number of detailed-routing iterations run before antenna repair: 5
- flops out of synthesis: 31
[stage by stage]
stage	worst slack, ps	cells	area, sq um
6_report	7170	1879	12200
3_5_place_dp	7010	1870	12100
3_3_place_gp	7090	1870	12100
5_1_grt	6430	1878	12200
2_1_floorplan	8500	1421	10200
4_1_cts	7230	1878	12200
[layout make-up]
type / instances / share of cell area (%)
multi-input cells: 1225 / 73.2
repair buffers: 163 / 13.2
flip-flops and latches: 31 / 5.07
inverters: 121 / 3.71
well taps: 330 / 3.37
clock buffers: 6 / 1.13
clock inverters: 2 / 0.286
diodes: 1 / 0.0204
[cell usage after synthesis, types with 14 or more instances]
master,count
xnor2_1,135
nor4_1,20
o21ai_0,66
nor2b_1,14
o211ai_1,15
and2_1,20
inv_1,120
nand2_1,84
a211oi_1,16
a21oi_1,63
nand2b_1,14
clkbuf_1,36
dfxtp_1,31
ha_1,115
nor2_1,94
nand3_1,60
or3_1,19
a21o_1,35
nand4_1,27
a31oi_1,17
xor2_1,79
nor3_1,67
[kinds of logic after synthesis]
group                      Yosys count  share of synthesized area, %
xor gates and xnor gates           219                          19.4
muxes                               10                         0.993
adders and majority gates          121                          15.3
and+or+nand+nor                    501                          25.9
buffers and inverters              165                          6.15
AOI/OAI and AO/OA                  374                          26.2
DFF                                 31                          6.08
[where the power goes]
| group | internal (mW) | switching (mW) |
|---|---|---|
| registers | 0.0685 | 0.00229 |
| logic | 0.448 | 0.590 |
| clock network | 0.0680 | 0.0292 |
| total | 0.584 | 0.622 |
[flip-flops by register name, indices dropped and copies added, names as in the netlist]
signal,cells
V_Sync_out,1
DE_out,1
Hor_cnt,13
tc,1
Ver_cnt,12
H_DE,1
V_DE,1
H_Sync_out,1
[routing by layer]
| metal | up-vias | track usage [%] | share of wire, % |
|---|---|---|---|
| met2 | 262 | 38.8 | 47 |
| met1 | 4752 | 31.2 | 46 |
| met4 | 0 | 3.39 | 1.6 |
| li1 | 5489 | - | - |
| met3 | 26 | 2.81 | 5.5 |
| met5 | - | 0 | 0 |
[worst max-delay path by stage]
stage / startpoint / endpoint / slack, ps
after CTS: V_Sync[1] / Ver_cnt[4] / 7230
after global routing: V_Sync[2] / Ver_cnt[2] / 6430
final: V_Sync[1] / Ver_cnt[4] / 7170
[tightest hold or removal path, stage by stage (launching register included)]
cell      delay (ps)
dfxtp_1          320
nand2_1           70
a211oi_2          50
Power and IR drop assume default switching activity.
